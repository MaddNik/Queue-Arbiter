**./design.v**
```verilog
module RequestQueue(reset, clock, R0, R1, G0, G1);
input reset;  
input clock;
input R0;  
input R1;  
output G0;  
output G1;  
reg currentState, nextState;
reg G0, G1, flag;  
parameter
    s0= 0,
    s1= 1,
    s2= 2;
 always@(posedge clock or negedge reset)
 begin
    if(!reset)
        currentState = s0;
     else
        begin
            currentState = nextState;
        end
 end
 always@(currentState or R0 or R1)
 begin
 G0=1'bx;
 G1=1'bx;
 nextState=1'bx;
    casex(currentState)
        s0:
            begin
                if(R0 | R1)
                    begin
                        casex({R0, R1})
                            2'b00:
                                begin
                                    G0=1'b0;
                                    G1=1'b0;
                                    flag =1'b0;
                                    nextState = s0;
                                end
                            2'b01:
                                begin
                                    G0=1'b0;
                                    G1=1'b1;
                                    flag =1'b0;
                                    nextState = s1;
                                end
                            2'b10:
                                begin
                                    G0=1'b1;
                                    G1=1'b0;
                                    if(!flag)
                                        begin
                                            nextState = s2;
                                            flag = 1'b1;
                                        end
                                    else
                                        begin
                                            nextState = s1;
                                            flag = 1'b0;
                                        end
                                end
                            2'b11:
                                begin
                                    G0=1'b1;
                                    G1=1'b0;
                                    flag =1'b1;
                                    nextState = s2;
                                end
                            default:
                                begin
                                   G0=1'bx;
                                    G1=1'bx;
                                    flag =1'bx;
                                    nextState = 1'bx; 
                                end
                        endcase    
                    end
            end
        s1:
            begin
                if(flag)
                    begin
                        G0 = 1'b0;
                        G1= 1'b1;
                        flag= 1'b0;
                        nextState=s0;
                    end
                else
                    begin
                        flag=1'b0;
                        G0=1'bx;
                        G1= 1'bx;
                        nextState= s0;
                    end
            end
        s2:
            begin
                flag=1'b0;
                nextState= s0;
                G0=1'bx;
                G1= 1'bx;
            end
        default:
            begin
                flag=1'bx;
                nextState= 1'bx;
                G0=1'bx;
                G1= 1'bx;
            end
    endcase
 end
endmodule
```
**./run.sh**
```bash
#!/bin/bash
# OpenROAD 26Q1-2900-gdf79404cd8, Yosys 0.63+post, stock flow scripts
make -C /OpenROAD-flow-scripts/flow DESIGN_CONFIG=/design/flow/config.mk WORK_HOME=/design/flow/orfs finish
```
**./config.mk**
```make
export PLATFORM = sky130hd
export DESIGN_NAME = RequestQueue
export DESIGN_NICKNAME = RequestQueue
export VERILOG_FILES = /design/flow/design.v
export SDC_FILE = /design/flow/constraint.sdc
export NUM_CORES = 4
export LEC_CHECK = 1
export CORE_AREA = 10 10 70 70
export DIE_AREA = 0 0 80 80
```
**./constraint.sdc**
```tcl
current_design RequestQueue

set clk_period 1.2
set clk_io_pct 0.2

create_clock -name clk0 -period $clk_period [get_ports {clock}]

set non_clock_inputs [all_inputs -no_clocks]
set_input_delay [expr $clk_period * $clk_io_pct] -clock clk0 $non_clock_inputs
set_output_delay [expr $clk_period * $clk_io_pct] -clock clk0 [all_outputs]
```
==> Slide: Implementation Results <==
Implementation Results

Floorplan
  • Number of placed I/O pins: 6
  • Horizontal die dimension: 80 um
  • Standard-cell rows: 21
  • DIE HEIGHT: 80 um
  • Floorplan Core Area: 3420 um2
  • Total die size: 6400 um2
  • Floorplan core density: 0.0429

Detailed routing
  • Routed wirelength normalized by instance count: 5.31 um
  • Total routed wire length on the met1 layer: 146 um
  • Routed Wire Length: 393 um
  • DRC violations left: 0
  • Count of TritonRoute iterations in the first routing pass: 2
  • Post-route antenna net violation count: 0
  • Highest routed layer: met3
  • Number of design-rule violations left by the first detailed-router iteration: 6
  • Total met3 wirelength after detailed routing: 125 um
  • Via Count: 132
  • Number of vias per cell: 1.78
  • Detailed route wirelength on metal2: 121 um

Setup path
  • Launch point of the worst reg-to-reg path: currentState
  • Register-to-register setup slack: 530 ps
  • Crit path kind: primary input to output port
  • Worst Setup SP: R0
  • Largest driver fanout on the critical path: 3
  • Slowest Stage Delay on Critical Path: 230 ps
  • Buf+Inv Stages, Crit Path: 2
  • CP required: 960 ps
  • Worst path arrival time: 930 ps
  • Standard cell with the maximum stage delay on the critical path: dlygate4sd2_1
  • CP Cell Sequence: buf_8, ha_2, nor2_1, nor2_1, dlygate4sd2_1
  • Cell count of the worst reg-to-reg path: 2
  • End point of the critical path: G0
  • Setup crit start kind: primary input
  • Endpoint of the most critical register-to-register path: currentState
  • Worst path most repeated cell: nor2_1
  • Logic depth of the worst setup path including buffers: 5
  • Cell family contributing the most delay on the critical path: buffers and inverters
  • Crit end category: output port

Final layout
  • Register cell area after layout: 40.0 um2
  • Cell area after layout: 332 um2
  • Gate Area: 125 um2
  • Tally of filler cells in the layout: 395
  • Synth-to-layout area growth: 126%
  • Share of cells above drive strength 1: 0.481

Yosys
  • Mux share: 0.0684
  • Post-synthesis share of cell area spent on xor and xnor gates: 0
  • Distinct lib cells: 10
  • Post-synth area from yosys stat: 146 um2
  • Post-Syn Instances: 17
  • Mapped Area: 146 um2
  • Count of library flops with an enable pin: 0
  • Total cells reported by yosys after synthesis: 17
  • Largest cells by area: ha_1 34%, dfrtp_1 17%, dlxtn_1 10%
  • Fraction of the mapped netlist area in adder cells: 0.342
  • Yosys top cell by area: ha_1
  • Post-synthesis sequential element count: 2
  • Post-synthesis area per instance: 8.61 um2
  • Yosys top cell area share: 0.342
  • Ys Warns: 2
  • Synth logic family: adder cells
  • Top cells by count: 4 x ha_1, 3 x inv_1, 3 x nor2_1
  • Fraction of synthesis flops using an asynchronous set or reset pin: 0.500
  • Post-synthesis share of cell area spent on and, or, nand and nor gates: 0.205
  • Yosys aoi share: 0.0342
  • Leading cell type by number of instances after synthesis: ha_1
  • Leading register cell type out of synthesis: dlxtn_1

STA
  • PnR worst setup slack: 27.0 ps
  • Count of endpoints without a timing constraint: 1
  • Number of endpoints with negative hold slack in the final report: 0
  • Final Max Slew Viols: 0
  • Final Cycle Share: 0.978
  • Worst-margin pin slew: 129 ps
  • Worst clock skew on the final layout: 0 ps
  • Slew margin rel.: 0.912
  • Count of unclocked register or latch pins: 1
  • Unrepaired setup endpoints after global routing: no
  • Setup violation total in the final timing report: 0
  • Achievable Freq: 852 MHz
  • Final min period: 1170 ps

Clock network
  • Latency at later pin: 0 ps
  • Clock-pin transition on the worst setup and hold timing paths: 0 ps
  • Hold-fix buffers at CTS: 0

Flow run
  • Tool warnings: 34
  • Max-Cap Viols: 0

Global route
  • Total Routing Usage GR: 0.0118
  • Gr ovfl total: 0
  • Pin count of the biggest net entering global routing: 4
  • First-pass GRT wire length: 607 um
  • Number of global-route vias before repair: 143
  • Antenna violations before repair: 1

Status
  • Result of the run: completed

Placed design
  • Worst setup slack after placement: -669 ps
  • Instance area after placement: 284 um2
  • Count of input and output buffers: 5
  • Last weighted congestion value of the routability-driven placer: 0.619

Hold path
  • Type of the tightest min-delay check: primary input to async pin

Power and ir drop
  • Share of total power in the clock network: 0
  • Switch Pwr: 0.0310 mW
  • Sw frac: 0.256
  • Leak: 0.131 nW
  • Logic pwr share: 0.629
  • P per Cell Area: 366 nW/um2
  • Worst ir drop on vdd: 0.0760 mV
  • Internal power of the cells: 0.0903 mW
  • Proportion of power drawn by flip-flops and latches: 0.371
[per-stage QoR]
stage                     power [mW]  setup TNS (ps)  utilization  hold slack, ps  cells
after floorplan               0.0657               0            -           -55.6     17
after global placement         0.111           -1580       0.0832             392     72
after detailed placement       0.113           -1630       0.0832             391     72
after CTS                      0.114               0       0.0897             394     73
after global routing           0.130               0       0.0963             408     73
final                          0.121               0       0.0971             391     74
[layout make-up]
type / instances / area share
multi-input cells: 12 / 0.377
well taps: 46 / 0.174
repair buffers: 10 / 0.279
flip-flops and latches: 2 / 0.121
inverters: 3 / 0.0415
diodes: 1 / 0.00755
[worst min path at each step]
stage                 startpoint           end  slack, ps  cells past startpoint
after CTS                  reset  currentState        390                      1
after global routing       reset  currentState        410                      1
final                      reset  currentState        390                      1
[cells in the final DEF (no fill, tap or decap)]
cell / instances
or2_1: 1
nor2b_1: 1
mux2i_1: 1
clkdlybuf4s15_1: 1
inv_2: 1
inv_1: 1
a21oi_1: 1
buf_4: 5
diode_2: 1
ha_4: 2
buf_8: 1
dlygate4sd2_1: 1
buf_6: 1
clkdlybuf4s50_1: 1
dlxtn_1: 1
nor2_1: 3
ha_2: 2
nand2b_1: 1
inv_4: 1
dfrtp_1: 1
[state kept, by name (all words and copies together), names as in the netlist]
signal,flops
flag,1
currentState,1
[power by group through the flow]
| stage | Combinational (mW) | Sequential (mW) | Clock, mW |
|---|---|---|---|
| finish | 0.0763 | 0.0450 | 0.00000223 |
| CTS | 0.0693 | 0.0450 | 0 |
| global route | 0.0845 | 0.0456 | 0 |
[what timing repair did]
action | 4_1_cts | 5_1_grt
setup buffers | 1 | 0
setup endpoints to repair | 3 | 3
gates cloned | 0 | 0
pin swaps | 1 | 2
resized | 19 | 5
[kinds of logic (layout without fill, tap and decap cells)]
group | count (synthesis) | in the layout
AND/OR/NAND/NOR | 6 | 6
adder cells (fa/ha/maj) | 4 | 4
buffers and inverters | 3 | 13
AND-OR/OR-AND | 1 | 1
multiplexers | 1 | 1
flip-flops | 1 | 1
latches | 1 | 1
other | 0 | 1
[layer usage]
metal | GRT usage | up-vias
li1 | - | 73
met1 | 0.0133 | 54
met2 | 0.0128 | 5
met3 | 0.0170 | 0
met4 | 0 | 0
met5 | 0 | -
No activity file was given, so power comes from the tool's default toggle rates.
